File: ./design.v
module SRAM
#(
	parameter addr_width 	= 5,
	parameter data_width	= 256,
	parameter mem_size 		= 32
)
(
	input							clk,
	input		[addr_width-1:0]	addr_i,
	input							cs,		
	input							we,		
	input 		[data_width-1:0] 	data_i,
	output	reg [data_width-1:0]	data_o
);
	integer i;
	reg			[data_width-1:0]	memory	[0:mem_size-1];
	initial begin
		for(i = 0; i < mem_size; i = i+1)
       		memory[i] = {data_width{1'b0}};
	end
	initial begin
		data_o = {data_width{1'bz}};
	end
	always @ (posedge clk)
		if(cs) begin
			if(we)
				memory[addr_i >> 2] <= data_i;
			else
				data_o = memory[addr_i >> 2];
		end else
			data_o = {data_width{1'bz}};
endmodule
File: ./run.sh
#!/bin/bash
# OpenROAD 26Q1-2900-gdf79404cd8, Yosys 0.63+post, stock flow scripts
make -C /OpenROAD-flow-scripts/flow DESIGN_CONFIG=/design/flow/config.mk WORK_HOME=/design/flow/orfs finish
File: ./config.mk
export PLATFORM = sky130hd
export DESIGN_NAME = SRAM
export DESIGN_NICKNAME = SRAM
export VERILOG_FILES = /design/flow/design.v
export SDC_FILE = /design/flow/constraint.sdc
export NUM_CORES = 4
export LEC_CHECK = 1
export CORE_UTILIZATION = 30
export SYNTH_MEMORY_MAX_BITS = 65536
File: ./constraint.sdc
current_design SRAM

set clk_period 51.6
set clk_io_pct 0.2

create_clock -name clk0 -period $clk_period [get_ports {clk}]

set non_clock_inputs [all_inputs -no_clocks]
set_input_delay [expr $clk_period * $clk_io_pct] -clock clk0 $non_clock_inputs
set_output_delay [expr $clk_period * $clk_io_pct] -clock clk0 [all_outputs]
==> impl_metrics.yaml <==
# implementation run metrics
setup_path:
  path_class: "in -> reg"
  slowest_delay_ns: 0.81
  cp_common_cell: "buf_4"
  cp_max_fo: 39
  r2r-end: "data_o[245]"
  start_kind: "input port"
  cp_cell_sequence: "clkdlybuf4s50_1, nand2_4, buf_4, buf_4, buf_4, buf_4, buf_4"
  r2r_start: "memory[0][245]"
  ff2ff_path_depth: 3
  crit_arrival_ns: 14.49
  reg2reg_slack_ns: 50.26
  required_ns: 52.08
  crit_slowest_cell: "buf_4"
  end_kind: "flip-flop"
cts:
  clkLatencyLatePin_ns: 0.89
  cts.sinks: 2304
  cts_inserted_buffers: 236
  hold_buffers: 0
  cts_resized: 0
  clk_pin_slew_ns: 0.06
  cts.path.max_buffers: 4
  root_buffer: "clkbuf_16"
  cts-htree-levels: 4
  cts_tree: "built"
  cts_setup_buffers: 0
drt:
  wl_per_cell_um: 25.1
  drc: 0
  drtIter0Drc: 2568
  dr.pass1.iters: 5
  routed_wl_mm: 220
  drtAntennaViolNets: 0
  vias: 44500
  viasPerCell: 5.08
synth:
  ys_seq_share_pct: 81.8
  largest_area_cell: "edfxtp_1"
  top_cells_by_area: "edfxtp_1, mux2_2, o221ai_1, o22ai_1, a22oi_1"
  ys_chip_area_um2: 84600
  netlist_area_um2: 84600
  post_synth.cell_area_avg_um2: 19.9
  ys_cells: 4244
  synthCells: 4244
  top_cell_area_share_pct: 81.8
  ys_warn_count: 3
  synth.distinct_cells: 26
  ys.flops: 2304
placement:
  placed_cells: 8316
  globalplace.congestion: 0.816
  dp_slack_ns: 36.64
  numPortBuffers: 517
  post-dp-hpwl_mm: 120
floorplan:
  die.size.y_um: 533
  dieArea_um2: 284000
  initial_core_util_pct: 30.2
  core.rowCount: 194
  ios: 520
  core_area_um2: 280000
  dieWidth_um: 533
grt:
  grt_max_degree: 119
  grt_pass1_vias: 47500
  grt-ovfl-total: 0
  grt_util_all_layers_pct: 16.3
  antenna_found_initial: 72
  grt_pass1_wl_mm: 317
run_status:
  status: "finished clean"
layout:
  area_growth_pct: 20.3
  nFillCells: 25200
  drive_above_1_share_pct: 18.7
  fin_util_pct: 36.4
  stdcell_count: 8759
power_and_ir_drop:
  vdd_drop_max_mv: 0.0332
  p_leak_uw: 0.0315
  pwr_density_cell_nw_per_um2: 39.4
final_timing:
  post-route-min-period_ns: 14.02
  drv_slew: 0
  tightest_slew_ns: 0.869
  fin_skew_ns: 0.0824
  rsz0062_at_grt: "no"
  setup_ws_ns: 37.58
  hold_viol_final: 0
  hold_slack_ns: 0.559
  timing.fmax_mhz: 71.3
  slew_headroom_pct: 42.1
  fin_crit_sh_pct: 27.2
  setup_tns_ns: 0
  setup_viol: 0
run:
  cap_violations: 0
  tool_warnings: 31
worst_hold_path:
  holdCritStartpoint: "memory[3][121]"
  hold_class: "reg -> reg"
  whs_path_depth: 2
  min_to: "data_o[121]"
[metrics by stage]
step | area, um2 | power [uW]
floorplan | 84600 | 2280
global placement | 94200 | 2410
detailed placement | 94200 | 2410
CTS | 102000 | 4050
global route | 102000 | 4140
finish | 102000 | 4010
[registers in the layout, summed over array words and instances, names as in the netlist]
register,flops
data_o,256
memory,2048
[worst max-delay path, delay by kind of cell]
family,cells,cell delay (ns)
buf+inv,6,3.45
simple gates,1,0.50
[worst max path at each step]
stage     from        end  slack, ns  depth (start not counted)
4_1_cts     we  data_o[1]      37.63                          7
5_1_grt     we  data_o[1]      37.36                          7
6_report    we  data_o[1]      37.58                          7
[report_power, final]
| group | internal [uW] | switching [uW] | total, uW |
|---|---|---|---|
| combinational | 101 | 130 | 231 |
| clock | 932 | 706 | 1640 |
| sequential | 2120 | 16.9 | 2140 |
[per-layer routing]
metal	track usage (%)	wire length (um)
met5	0.733	768
met4	3.77	5930
met3	11.2	32100
met2	25.4	106000
met1	18.3	75000
[placed cells by master (no fill, tap or decap), drive strengths merged, types with 6 or more instances in the layout]
master,Yosys,final
o22ai,270,270
a211o,55,55
clkdlybuf4s50,0,514
buf,209,142
bufinv,0,18
mux2,458,458
nor3,60,60
a22oi,168,168
clkinvlp,0,6
mux2i,55,55
clkbuf,99,291
inv,2,8
nand2b,6,6
diode,0,16
a21oi,73,73
a211oi,28,28
clkinv,1,107
edfxtp,2304,2304
o221ai,427,427
nor2b,14,14
[cells in the mapped netlist, drive strengths merged]
cell type / count
nand2: 4
nand2b: 6
mux2i: 55
nor3: 60
inv: 2
a21oi: 73
mux2: 458
o32ai: 1
nand3b: 1
or3: 1
clkbuf: 99
o22ai: 270
a211oi: 28
edfxtp: 2304
a211o: 55
nor2: 5
nor2b: 14
clkinv: 1
o221ai: 427
a22oi: 168
or2: 1
nand3: 2
buf: 209
[layout make-up]
type                            count  area, um2  share of cell area (%)
Antenna cell                       16       40.0                  0.0393
Tap cell                         3724       4660                    4.58
Clock inverter                    136       1360                    1.34
Clock buffer                      291       6110                    6.01
Sequential cell                  2304      69200                    68.0
Inverter                            3       21.3                  0.0209
Timing Repair Buffer              656       6310                    6.20
Multi-Input combinational cell   1629      14100                    13.8
[logic make-up (layout without fill, tap and decap cells)]
kind of cell / after synthesis / after routing / synth area share (%)
AND-OR/OR-AND: 1022 / 1022 / 9.17
buffers and inverters: 311 / 1086 / 1.73
flip-flops: 2304 / 2304 / 81.8
multiplexers: 513 / 513 / 6.75
other: 0 / 16 / 0
AND/OR/NAND/NOR: 94 / 94 / 0.578
Power figures rest on the tool's default switching activity, not on a simulated workload.

--- flow/config.mk ---
export PLATFORM = sky130hd
export DESIGN_NAME = Registers
export DESIGN_NICKNAME = Registers
export VERILOG_FILES = /design/flow/design.v
export SDC_FILE = /design/flow/constraint.sdc
export NUM_CORES = 4
export LEC_CHECK = 1
export CORE_UTILIZATION = 30
--- flow/design.v ---
module Registers #(parameter width=32, size=32) (
    input					clk,
	input		[4:0]		Rs_addr, Rt_addr,
	output reg	[width-1:0]	Rs_data, Rt_data,
	input					we,
	input		[4:0]		Rd_addr,
	input		[width-1:0]	Rd_data
);
	integer i;
	reg     [31:0]      register        [0:31];
	initial begin
		for(i = 0; i < size; i = i+1)
			register[i] = {width{1'b0}};
	end
	always @ (*) begin  
		Rs_data <= register[Rs_addr];
		Rt_data <= register[Rt_addr];
	end
	always @ (negedge clk) begin
    	if(we)
    	    register[Rd_addr] = Rd_data;
	end
endmodule 
--- flow/constraint.sdc ---
current_design Registers

set clk_period 8.5
set clk_io_pct 0.2

create_clock -name clk0 -period $clk_period [get_ports {clk}]

set non_clock_inputs [all_inputs -no_clocks]
set_input_delay [expr $clk_period * $clk_io_pct] -clock clk0 $non_clock_inputs
set_output_delay [expr $clk_period * $clk_io_pct] -clock clk0 [all_outputs]
--- flow/run.sh ---
#!/bin/bash
# OpenROAD 26Q1-2900-gdf79404cd8, Yosys 0.63+post, stock flow scripts
make -C /OpenROAD-flow-scripts/flow DESIGN_CONFIG=/design/flow/config.mk WORK_HOME=/design/flow/orfs finish
==> flow_metrics.env <==
# flow metrics
export IMPL_syn_inst=3387
export IMPL_seq_area_frac_synth_pct=63.06
export IMPL_core_area_um2=160900
export IMPL_leakage_nw=26.18
export IMPL_p_comb_share_pct=8.1
export IMPL_critPathKind="flip-flop to output port"
export IMPL_ys_sh_adder_pct=0
export IMPL_final_area_um2=61240
export IMPL_largest_register_ffs=1024
export IMPL_yosysChipArea_um2=48760
export IMPL_tightest_slew_ns=0.8220
export IMPL_postLayoutSetupSlackWorst_ns=0.04108
export IMPL_ys_flop_type="edfxtp_1"
export IMPL_drive_gt1_share_pct=10.03
export IMPL_routed_via_density=5.060
export IMPL_min_path_type="input pin to output port"
export IMPL_wl_met2_um=74070
export IMPL_fp_util_pct=30.30
export IMPL_synth_warnings=1
export IMPL_firstDrtPassIters=5
export IMPL_crit_fanout=2
export IMPL_dieArea_um2=164200
export IMPL_maxCapViolCount=0
export IMPL_setup_tns_ns=0
export IMPL_cp_cell_sequence="mux2i_1 > a22o_1 > nor3_1 > a31oi_2 > nand3_2 > clkdlybuf4s50_1"
export IMPL_cp_end_kind="output port"
export IMPL_power_density_nw_per_um2=220.8
export IMPL_cts_buffers_inserted=112
export IMPL_cts_hold_buffers=0
export IMPL_setup_violations=0
export IMPL_antenna_left=0
export IMPL_synth_compound_area_share_pct=8.046
export IMPL_rsz0062_at_grt="false"
export IMPL_cp_start_kind="flip-flop"
export IMPL_clock_path_buffers=3
export IMPL_numSynthFlops=1024
export IMPL_drv_slew=0
export IMPL_crit_arrival_ns=6.76
export IMPL_swShare_pct=29.03
export IMPL_wire_per_inst_um=22.80
export IMPL_pwr_share_clk_pct=49.9
export IMPL_fp_dieW_um=405.2
export IMPL_status="finished, final reports clean"
export IMPL_simple_gate_area_share_pct=4.716
export IMPL_pre_cts_ws_ns=0.3894
export IMPL_cpLargestDelayFamily="simple AND/OR/NAND/NOR gates"
export IMPL_synth_cell_type_count=24
export IMPL_intPower_mw=9.594
export IMPL_initialDrtViolationCount=2124
export IMPL_logic_family="multiplexers"
export IMPL_slowest_delay_ns=0.49
export IMPL_seqPwrFrac_pct=42.1
export IMPL_synthArstFlopShare_pct=0
export IMPL_hpwl_um=87780
export IMPL_routabilityCongestion=0.8755
export IMPL_slew_limit_headroom_pct=45.20
export IMPL_syn_area_um2=48760
export IMPL_area_growth_pct=25.57
export IMPL_grt_pass1_vias=37370
export IMPL_required_ns=6.80
export IMPL_rows=147
export IMPL_antenna_found_initial=6
export IMPL_chipHeight_um=405.2
export IMPL_routed_top_layer="met5"
export IMPL_irDropWorstVdd_mv=0.1979
export IMPL_cts_tree="done"
export IMPL_dpl_cell_area_um2=53180
export IMPL_clock_sinks=1024
export IMPL_io_pins=113
export IMPL_grt_overflow=0
export IMPL_cts_clk_slew_worst_paths_ns=0.03
export IMPL_remaining_drc_errors=0
export IMPL_grt_pass1_wl_um=225000
export IMPL_met1_length_um=56680
export IMPL_postSynthAreaPerCell_um2=14.40
export IMPL_synth_edff_count=1024
export IMPL_vias=34350
export IMPL_finalWirelength_um=154800
export IMPL_grt_max_degree=97
export IMPL_numPortBuffers=112
export IMPL_htree_num_levels=3
export IMPL_hold_violations=0
export IMPL_yosys_cells=3387
export IMPL_met3_length_um=18740
export IMPL_ys_sh_xor_pct=0
export IMPL_cp_num_buf_inv=1
export IMPL_crit_path_top_delay_cell="clkdlybuf4s50_1"
export IMPL_track_usage_pct=19.79
export IMPL_ys_sh_mux_pct=21.02
export IMPL_cts_root_buf="clkbuf_16"
export IMPL_tool_warnings=1027
export IMPL_power_switching_mw=3.925
[through the flow]
stage	total power [mW]	utilization [%]	hold slack (ns)	std cells
after CTS	13.71	37.91	4.432	6787
after floorplan	7.037	-	3.661	3387
after detailed placement	7.523	33.04	4.705	5561
after global placement	7.518	33.04	4.699	5561
final	13.52	38.05	4.389	6789
after global routing	14.35	38.05	4.426	6788
[repair_timing]
| item | CTS | global route |
|---|---|---|
| setup buffers | 0 | 0 |
| endpoints found under the setup margin | 31 | 34 |
| gates resized | 46 | 40 |
| pin swaps | 2 | 4 |
[power groups by stage]
stage	sequential [mW]	combinational, mW	clock [mW]
finish	5.69	1.09	6.74
global route	5.68	1.15	7.52
CTS	5.69	1.08	6.95
[cell type report]
class                   count  area (um2)
clock inverters          1112        4705
fillers                 14820       99700
clock buffers             115        2878
flip-flops and latches   1024       30750
diodes                      2       5.005
well taps                2160        2703
repair buffers            267        2952
multi-input cells        2109       17240
[placed cells by master (no fill, tap or decap), types with 3 or more instances in the layout]
cell type,instances
nor3_1,37
nand3b_1,5
clkinv_4,6
buf_12,52
clkinvlp_2,34
edfxtp_1,1024
a22oi_1,192
nor3_2,25
nand3_1,173
or3b_2,3
nand2_1,193
clkbuf_16,115
dlymetal6s2s_1,3
mux2i_1,1024
nand2b_2,4
nand3_2,19
a31oi_2,22
nor2b_4,4
bufinv_16,14
a22o_1,128
nor2_4,34
a31oi_4,4
buf_4,103
a31oi_1,38
clkdlybuf4s50_1,106
inv_1,1045
inv_4,7
a21oi_1,192
[cell usage after synthesis, drive strengths merged, types with 5 or more instances]
cell type	number	area share (%)
a22oi	192	3.0
clkbuf	77	0.62
nand3b	5	0.077
a21oi	192	2.0
mux2i	1024	21
a22o	128	2.3
buf	176	2.5
nand3	194	2.0
edfxtp	1024	63
nor2	35	0.27
a31oi	64	0.82
nor3	64	0.66
nand2	195	1.5
[metal layers]
layer  track usage, %  vias to the layer above
met2            29.60                     1646
met4            8.858                       15
met5           0.9813                        -
met3            12.20                      258
li1                 -                    15720
met1            22.62                    16710
[worst paths after layout]
check / start / endpoint / slack [ns] / cells past startpoint
worst min-delay path: Rt_addr[1] / Rt_data[14] / 4.39 / 6
worst max-delay path: register[2][8] / Rt_data[8] / 0.04 / 6
[logic make-up after synthesis]
| kind of cell | after synthesis |
|---|---|
| muxes | 1024 |
| DFF | 1024 |
| AOI/OAI and AO/OA | 576 |
| and+or+nand+nor | 509 |
| buffers and inverters | 254 |
Power and IR drop assume default switching activity.
